===== flow/config.mk =====
export PLATFORM = sky130hd
export DESIGN_NAME = Block
export DESIGN_NICKNAME = Block
export VERILOG_FILES = /design/flow/design.v
export SDC_FILE = /design/flow/constraint.sdc
export NUM_CORES = 4
export LEC_CHECK = 1
export CORE_AREA = 10 10 70 70
export DIE_AREA = 0 0 80 80

===== flow/constraint.sdc =====
current_design Block

set clk_period 1.8
set clk_io_pct 0.2

create_clock -name clk0 -period $clk_period

set non_clock_inputs [all_inputs -no_clocks]
set_input_delay [expr $clk_period * $clk_io_pct] -clock clk0 $non_clock_inputs
set_output_delay [expr $clk_period * $clk_io_pct] -clock clk0 [all_outputs]

===== flow/design.v =====
module Block(
    input [16-1:0] Data,
    input [16-1:0] prev_evt,
    output [16-1:0] nxt_evt
);
wire [16-1:0] Cell_ANDs;
wire Block_OR;
assign Cell_ANDs = Data & prev_evt;
assign Block_OR = | Cell_ANDs;
assign nxt_evt = Block_OR? Cell_ANDs: prev_evt;
endmodule

===== flow/run.sh =====
#!/bin/bash
# OpenROAD 26Q1-2900-gdf79404cd8, Yosys 0.63+post, stock flow scripts
make -C /OpenROAD-flow-scripts/flow DESIGN_CONFIG=/design/flow/config.mk WORK_HOME=/design/flow/orfs finish

==> run_summary.xml <==
<?xml version="1.0" encoding="UTF-8"?>
<metrics>
  <group name="flow_run">
    <metric name="warnings" unit="">34</metric>
    <metric name="max_cap_viol_count" unit="">0</metric>
  </group>
  <group name="floorplanning">
    <metric name="total_number_of_placement_rows" unit="">21</metric>
    <metric name="dieHeight" unit="um">80</metric>
    <metric name="floorplan.die_area" unit="mm^2">0.00640</metric>
    <metric name="boundaryPins" unit="">48</metric>
    <metric name="floorplan.core_area" unit="mm^2">0.00342</metric>
    <metric name="initial_core_util" unit="%">6.74</metric>
    <metric name="die_w" unit="um">80</metric>
  </group>
  <group name="run_status">
    <metric name="violated_checks" unit="">setup timing</metric>
    <metric name="outcome" unit="">finished, violations left</metric>
  </group>
  <group name="placed_design">
    <metric name="dp.final_hpwl" unit="um">1430</metric>
    <metric name="routabilityCongestion" unit="">0.780</metric>
    <metric name="detailed_place.area" unit="um^2">774</metric>
    <metric name="buffer_ports.inserted" unit="">48</metric>
    <metric name="preCtsSetupSlack" unit="ns">-0.963</metric>
  </group>
  <group name="global_routing">
    <metric name="vias_in_the_first_global_route" unit="">547</metric>
    <metric name="number_of_antenna_violations_at_the_first_check_in_global_routing" unit="">0</metric>
    <metric name="globalRoute.totalOverflow" unit="">0</metric>
    <metric name="grt_pass1_wl" unit="um">2680</metric>
    <metric name="grt_max_degree" unit="">5</metric>
    <metric name="groute.usage.overall" unit="%">5.08</metric>
  </group>
  <group name="critical_path">
    <metric name="slowest_delay" unit="ns">0.31</metric>
    <metric name="critical_path_peak_fanout" unit="">4</metric>
    <metric name="cp-start-kind" unit="">input pin</metric>
    <metric name="crit_chain" unit="">dlygate4sd2_1 -&gt; a221oi_2 -&gt; and4_4 -&gt; buf_6 -&gt; buf_6 -&gt; buf_6 -&gt; o21a_1 -&gt; buf_2</metric>
    <metric name="critPathArrivalTime" unit="ns">1.67</metric>
    <metric name="worstSetupEndpointType" unit="">primary output</metric>
    <metric name="slowest_cell_on_the_critical_path" unit="">and4_4</metric>
    <metric name="crit_top_cell" unit="">buf_6</metric>
    <metric name="crit_required" unit="ns">1.44</metric>
    <metric name="criticalPathCategory" unit="">input pin to primary output</metric>
  </group>
  <group name="finish">
    <metric name="final_layout_size_suffix_gt1_share" unit="%">58.1</metric>
    <metric name="postLayoutCellArea" unit="um^2">756</metric>
    <metric name="layout.area.seq" unit="um^2">0</metric>
    <metric name="clock_buffer_cells" unit="">0</metric>
    <metric name="final_core_occ" unit="%">22.1</metric>
    <metric name="final_layout_top_logic_cell" unit="">buf_2</metric>
    <metric name="syn2layout_area_growth" unit="%">228</metric>
    <metric name="layout_top_cells_excl_fill_tap" unit="">26 x buf_2, 16 x o21a_1, 13 x buf_6</metric>
    <metric name="n_sequential_cell" unit="">0</metric>
  </group>
  <group name="sta">
    <metric name="achievable-frequency" unit="MHz">494</metric>
    <metric name="timing.final.setup_violations" unit="">16</metric>
    <metric name="final-max-slew-violation-count" unit="">0</metric>
    <metric name="hold_viol" unit="">0</metric>
    <metric name="timing.final.ws_setup" unit="ns">-0.226</metric>
    <metric name="whs" unit="ns">0.969</metric>
    <metric name="tightestPinTransition" unit="ns">0.235</metric>
    <metric name="post-route-min-period" unit="ns">2.03</metric>
    <metric name="final_min_period_over_clock_period" unit="%">113</metric>
    <metric name="relSlewSlack" unit="%">84.3</metric>
    <metric name="unrepaired_setup_endpoints_after_global_routing" unit="">true</metric>
  </group>
  <group name="routing">
    <metric name="route.detailed.vias_per_inst" unit="">3.62</metric>
    <metric name="detail_route.wl_per_cell" unit="um">12.4</metric>
    <metric name="via_count" unit="">478</metric>
    <metric name="drtAntennaViolNets" unit="">0</metric>
    <metric name="ant_cells" unit="">0</metric>
    <metric name="detail_route.iter0.violations" unit="">7</metric>
    <metric name="drt_first_pass_iters" unit="">3</metric>
    <metric name="routed_wirelength" unit="um">1640</metric>
    <metric name="drc_errors" unit="">0</metric>
  </group>
  <group name="power_and_ir_drop">
    <metric name="irDropWorstVdd" unit="mV">0.0463</metric>
    <metric name="report.power.total" unit="mW">0.122</metric>
    <metric name="power.density" unit="mW/mm^2">161</metric>
    <metric name="power_leakage" unit="nW">0.375</metric>
  </group>
  <group name="min_path">
    <metric name="hp-class" unit="">input pin to primary output</metric>
  </group>
  <group name="synthesis">
    <metric name="synth_sequential_area_ratio" unit="%">0</metric>
    <metric name="synthesis.instances" unit="">27</metric>
    <metric name="syn_area" unit="um^2">230</metric>
    <metric name="ys_cells" unit="">27</metric>
    <metric name="ys.warnings.count" unit="">0</metric>
    <metric name="synth.avg_cell_area" unit="um^2">8.53</metric>
    <metric name="ys_area" unit="um^2">230</metric>
    <metric name="synth_cell_type_count" unit="">6</metric>
  </group>
  <group name="clock_tree">
    <metric name="cts_hold_repair.buffers" unit="">0</metric>
  </group>
</metrics>
cells in the mapped netlist, drive strengths merged:
cell / count / share of area [%]
o21a: 16 / 52
and4: 1 / 3.8
buf: 2 / 14
a221oi: 4 / 15
a22o: 4 / 15
power breakdown:
part	internal (mW)	total (mW)	leakage, nW	switching (mW)
sequential	0	0	0	0
clock	0	0	0	0
combinational	0.0818	0.122	0.375	0.0398
total	0.0818	0.122	0.375	0.0398
through the flow:
step | std cells | setup TNS [ns]
2_1_floorplan | 27 | 0
3_3_place_gp | 124 | -14.34
3_5_place_dp | 124 | -14.87
4_1_cts | 133 | -2.75
5_1_grt | 132 | -3.58
6_report | 132 | -2.36
timing repair:
action,in CTS,in global routing
gates resized,151,4
pin swaps,17,9
endpoints found under the hold margin,0,0
setup buffers,10,0
endpoints found under the setup margin,16,16
worst paths after layout:
check  cells past startpoint     endpoint  slack (ns)        start
max                        8  nxt_evt[14]       -0.23  prev_evt[6]
min                        3   nxt_evt[4]        0.97  prev_evt[4]
layer usage:
layer  global-route usage (%)  vias to the layer above  part of all wire (%)
met3                     2.73                        0                    16
li1                         -                      237                     -
met4                        0                        0                     0
met2                     7.30                       32                    40
met1                     6.92                      209                    44
met5                        0                        -                     0
area by class of cell:
class | instances | area, um^2
Fill cell | 406 | 2660
Timing Repair Buffer | 61 | 472
Multi-Input combinational cell | 25 | 226
Tap cell | 46 | 57.6
cell families after synthesis:
group                  Yosys count  share of synthesized area, %
buffers and inverters            2                          13.6
and+or+nand+nor                  1                          3.81
AOI/OAI and AO/OA               24                          82.6
worst max-delay path, delay by kind of cell:
kind	cells	cell delay (ns)
buffers and inverters	5	0.62
AND/OR/NAND/NOR	1	0.31
AND-OR/OR-AND	2	0.37
Power figures rest on the tool's default switching activity, not on a simulated workload.
