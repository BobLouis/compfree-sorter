==> flow/design.v <==
module UM (
    input rst,
    input clk,
    input in_valid,
    input [32-1:0] in_data,
    input [4-1:0] UM_addr,
    output reg [(32 * 16)-1:0] whole_UM,
    output [32-1:0] out_data
);
reg [32-1:0] UM_M [0:16-1];
assign out_data = UM_M[UM_addr];
genvar i;
generate
    for (i=0; i<16; i=i+1) begin : mem_block
        always @(UM_M[i]) begin
            whole_UM[(i+1)*32-1:i*32] = UM_M[i];
        end
    end
endgenerate
integer j;
always @(posedge clk) begin
    if(rst) begin
        for (j=0; j<16; j=j+1) UM_M[j] <= 0;
    end
    else begin
        if(in_valid) begin
            UM_M[UM_addr] <= in_data;
        end
    end
end
endmodule
==> flow/run.sh <==
#!/bin/bash
# OpenROAD 26Q1-2900-gdf79404cd8, Yosys 0.63+post, stock flow scripts
make -C /OpenROAD-flow-scripts/flow DESIGN_CONFIG=/design/flow/config.mk WORK_HOME=/design/flow/orfs finish
==> flow/config.mk <==
export PLATFORM = sky130hd
export DESIGN_NAME = UM
export DESIGN_NICKNAME = UM
export VERILOG_FILES = /design/flow/design.v
export SDC_FILE = /design/flow/constraint.sdc
export NUM_CORES = 4
export LEC_CHECK = 1
export CORE_UTILIZATION = 30
==> flow/constraint.sdc <==
current_design UM

set clk_period 12.5
set clk_io_pct 0.2

create_clock -name clk0 -period $clk_period [get_ports {clk}]

set non_clock_inputs [all_inputs -no_clocks]
set_input_delay [expr $clk_period * $clk_io_pct] -clock clk0 $non_clock_inputs
set_output_delay [expr $clk_period * $clk_io_pct] -clock clk0 [all_outputs]
==> flow_summary.ini <==
; implementation run metrics
[pwr]
p_total_mw = 4.18
power_frac_seq_pct = 49.4
p_per_area_nw_per_um2 = 132
switching_share_pct = 23.1
p_comb_share_pct = 11.7
pwr-share-clk_pct = 38.9
p_switching_mw = 0.966
internal_power_mw = 3.21
vdd_ir_drop_max_mv = 0.105
p_leak_nw = 11.0

[final_layout]
top_register = UM_M
top_regs = UM_M x512
regArea_um2 = 15400
drive_gt1_share_pct = 14.5
synthToLayoutAreaGrowth_pct = 38.1
largest_register_ff_count = 512
final_util_pct = 42.2
comb_area_um2 = 7090
fill_cells = 6527

[clock_tree]
cts_resized = 0
clk_pin_slew_ps = 50
numCtsBuffers = 56
post_cts_buffers = 0
h-tree-depth = 2
cts_buffer_depth = 3
cts-root-buf = clkbuf_16
cts-hold-fix-buffers = 0
clock_sinks = 512
cts_tree = built

[floorplan]
die_h_um = 278
ios = 583
chip_area_um2 = 77400
die_w_um = 278
fp.coreArea_um2 = 74900
rows = 100
floorplan.core_util_pct = 30.6

[synthesis]
yosys-top-cells-count = and2_1 (513), edfxtp_1 (512), mux4_2 (128), clkbuf_1 (92), a22oi_1 (64)
ys_seq_share_pct = 67.1
synth_area_um2 = 22900
top_cells_by_area = edfxtp_1 (67%), and2_1 (14%), mux4_2 (13%)
synth.distinct_cells = 21
top_cell_area_share_pct = 67.1
ys_sh_adder_pct = 0
edf_count = 512
ys_cells = 1418
ys_sh_aoi_pct = 2.10
ys_area_um2 = 22900
top_cell = and2_1
postSynth.asyncResetShare_pct = 0
mux_share_pct = 12.6
yosys_register_bits = 512
ys_sh_simple_pct = 15.8
netlist_logic_family_top = simple AND/OR/NAND/NOR gates
largest_area_cell = edfxtp_1
avgSynthCellArea_um2 = 16.2
yosys_warnings = 1
flop_cell = edfxtp_1
synthXorXnorAreaFrac_pct = 0
synthCells = 1418

[timing]
worst_slew_pin_slew_ps = 796
whs_ps = 2830
slew_viol_final = 0
grt_setup_unrepaired = false
setup_violations = 0
finalHoldViolCount = 0
min_period_ps = 8120
relSlewSlack_pct = 47.0
clock.fmax_ghz = 0.123
tns_ps = 0
post-route-period-util_pct = 65.0

[global_routing]
busiest_layer = met2
gr-usage-met2_pct = 39.5
antenna_found_initial = 6
grt_pass1_wl_mm = 126
grtUsageMet3_pct = 16.2
track_usage_pct = 25.2
grt_pass1_vias = 16300
overflow = 0
grt_use_met1_pct = 29.2
grt_max_degree = 61

[critical_path]
path_buffers = 4
slowest_stage = buf_4
critPathKind = in2out
critPathMaxStageDelay_ps = 690
cp-startpoint = UM_addr[1]
path_delay_family = buffers and inverters
worst_path_most_repeated_cell = buf_4
cp-start-kind = primary input
critPathRequiredTime_ps = 10000
crit_end = out_data[7]
cp.arrival_ps = 5620
worstSetupEndpointType = primary output
path_cells = buf_6 -> buf_4 -> buf_4 -> mux4_2 -> a22oi_1 -> nand2_1 -> clkdlybuf4s50_1
worstPathMaxFanout = 60
cp.depth = 7

[detailed_routing]
wl_per_cell_um = 30.7
dr.pass1.iters = 6
dr.first_iter.drc_count = 946
drc = 0
vias = 15200
routed_wl_mm = 91.9
avgViaCountPerCell = 5.09
drtAntennaViolNets = 0

[run]
drv_cap = 0
warning_count = 25

[run_status]
status = complete, no violations

[placement]
io_buffers = 582
dp_hpwl_mm = 60.9
gp_congestion = 0.885

[hold_path]
hold_path_class = in2reg
## routing by layer
metal / share of wire (%) / up-vias
li1: - / 6362
met1: 33 / 7450
met2: 49 / 1238
met3: 15 / 154
met4: 2.9 / 10
met5: 0.098 / -
## logic make-up after synthesis
family / Yosys count
compound gates: 64
buf+inv: 127
flops: 512
mux: 128
simple gates: 587
## metrics by stage
step | worst slack, ps | instance area (um2) | cells
finish | 4380 | 31600 | 2989
global route | 4120 | 31600 | 2988
CTS | 4290 | 31600 | 2988
detailed placement | 4300 | 29800 | 2884
global placement | 4330 | 29800 | 2884
floorplan | 6310 | 22900 | 1418
## power groups by stage
stage	Sequential (mW)	Clock (mW)	Combinational, mW
6_report	2.06	1.63	0.489
5_1_grt	2.07	1.72	0.517
4_1_cts	2.06	1.65	0.494
## how the worst min path moves through the flow
stage | cells after the start | startpoint | to | slack (ps)
4_1_cts | 3 | in_data[31] | UM_M[3][31] | 2800
5_1_grt | 3 | in_data[31] | UM_M[3][31] | 2860
6_report | 3 | in_data[31] | UM_M[1][31] | 2830
## cell type report
class | instances | share of cell area (%)
Antenna cell | 1 | 0.00791
Clock buffer | 70 | 4.66
Clock inverter | 34 | 1.00
Multi-Input combinational cell | 779 | 22.4
Sequential cell | 512 | 48.6
Tap cell | 969 | 3.83
Timing Repair Buffer | 624 | 19.4
## layout by cell type, fill, tap and decap left out, types with 11 or more instances in the layout
master             n
a22oi_1           64
and2_1           512
buf_4             42
clkbuf_1          13
clkbuf_16         57
clkdlybuf4s50_1  580
clkinv_2          11
edfxtp_1         512
mux4_2           128
nand2_1           33
nor2_4            13
or2_2             16
Power and IR drop assume default switching activity.
