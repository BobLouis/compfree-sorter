==> flow/design.v <==
module LDED(  
    input clk,
    input rst,
    input in_valid,
    input [16-1:0] FO,
    output out_valid,
    output reg [4-1:0] LE_Addr
);
reg [16-1:0] Temp_Reg, TR_nxt;
assign out_valid = |Temp_Reg;
always@(posedge clk or posedge rst) begin
    if(rst) begin
        Temp_Reg <= 0;
    end
    else begin
        if(in_valid) begin
            Temp_Reg <= FO;
        end
        else begin
            Temp_Reg <= TR_nxt;
        end
    end
end
always@(*) begin
    TR_nxt = Temp_Reg;
    casez(Temp_Reg)
        16'b????_????_????_???1: begin LE_Addr = 0;	    TR_nxt[0]	= 0; end
        16'b????_????_????_??10: begin LE_Addr = 1;	    TR_nxt[1]	= 0; end
        16'b????_????_????_?100: begin LE_Addr = 2;	    TR_nxt[2]	= 0; end
        16'b????_????_????_1000: begin LE_Addr = 3;	    TR_nxt[3]	= 0; end
        16'b????_????_???1_0000: begin LE_Addr = 4;	    TR_nxt[4]	= 0; end
        16'b????_????_??10_0000: begin LE_Addr = 5;	    TR_nxt[5]	= 0; end
        16'b????_????_?100_0000: begin LE_Addr = 6;	    TR_nxt[6]	= 0; end
        16'b????_????_1000_0000: begin LE_Addr = 7;	    TR_nxt[7]	= 0; end
        16'b????_???1_0000_0000: begin LE_Addr = 8;	    TR_nxt[8]	= 0; end
        16'b????_??10_0000_0000: begin LE_Addr = 9;	    TR_nxt[9]	= 0; end
        16'b????_?100_0000_0000: begin LE_Addr = 10;	TR_nxt[10]	= 0; end
        16'b????_1000_0000_0000: begin LE_Addr = 11;	TR_nxt[11]	= 0; end
        16'b???1_0000_0000_0000: begin LE_Addr = 12;	TR_nxt[12]	= 0; end
        16'b??10_0000_0000_0000: begin LE_Addr = 13;	TR_nxt[13]	= 0; end
        16'b?100_0000_0000_0000: begin LE_Addr = 14;	TR_nxt[14]	= 0; end
        16'b1000_0000_0000_0000: begin LE_Addr = 15;	TR_nxt[15]	= 0; end
        default: begin LE_Addr = 0;	TR_nxt	= 0; end
    endcase
end
endmodule
==> flow/run.sh <==
#!/bin/bash
# OpenROAD 26Q1-2900-gdf79404cd8, Yosys 0.63+post, stock flow scripts
make -C /OpenROAD-flow-scripts/flow DESIGN_CONFIG=/design/flow/config.mk WORK_HOME=/design/flow/orfs finish
==> flow/config.mk <==
export PLATFORM = sky130hd
export DESIGN_NAME = LDED
export DESIGN_NICKNAME = LDED
export VERILOG_FILES = /design/flow/design.v
export SDC_FILE = /design/flow/constraint.sdc
export NUM_CORES = 4
export LEC_CHECK = 1
export CORE_AREA = 10 10 92 92
export DIE_AREA = 0 0 102 102
==> flow/constraint.sdc <==
current_design LDED

set clk_period 5.8
set clk_io_pct 0.2

create_clock -name clk0 -period $clk_period [get_ports {clk}]

set non_clock_inputs [all_inputs -no_clocks]
set_input_delay [expr $clk_period * $clk_io_pct] -clock clk0 $non_clock_inputs
set_output_delay [expr $clk_period * $clk_io_pct] -clock clk0 [all_outputs]
==> out/qor.txt <==
Run status - completed
Top flop regs - Temp_Reg: 16 flops
Pin count of the biggest net entering global routing - 31
Insertion Delay late pin - 0.25 ns
Share of cells above drive strength 1 - 6.72%
Post-DR wirelength/cell - 12.7 microns
Remaining global-route overflow - 0
Count of cell types in the netlist - 33
Seq share, synth - 41.6%
Post-synth EDFFs - 0
Core area - 6460 sq um
Tool warnings - 25
Initial DRC Count - 74
PwrDens - 232 nW/um^2
Worst Hold Class - flip-flop to flip-flop
Synth-to-layout area growth - 38.4%
Leak - 0.492 nW
# rows - 29
Top cells by area - dfrtp_1, o21ai_0, nand2_1
Cells after Synth - 111
Final Wtd Congestion - 0.900
Clk sinks - 16
Routed Antenna Nets - 0
Max clock buf depth - 2
Initial antenna violation count - 0
CTS Hold Bufs - 0
Clk slew on worst S/H paths - 0.06 ns
Min-Delay Endpoint - Temp_Reg[11]
Largest register FFs - 16
# Cells Yosys - 111
Final Max Tran Viols - 0
Worst setup startpoint - Temp_Reg[3]
Final period utilization - 66.4%
Reg2Reg Setup Slack - 3.58 ns
Reg with most FFs - Temp_Reg
Routed WL - 2690 microns
R2R depth - 4
Startpoint Class - flip-flop
Crit path arrival time - 2.69 ns
GRT Total Usage - 5.24%
Yosys Chip Area - 962 sq um
Fin util - 20.6%
Final setup vio count - 0
Die extent in x - 102 microns
Final-report hold violation count - 0
Hold Path Origin - Temp_Reg[11]
Worst Path Class, Setup - flip-flop to primary output
Die footprint - 10,400 sq um
Yosys top cell by area - dfrtp_1
Post-CTS sizing - 0
Total CTS buffers - 3
Top cell area share - 41.6%
Peak VDD IR - 0.153 mV
Postcts setup bufs - 0
Dpl cells - 207
Synth flops - 16
Pin slew with the least headroom to its limit - 0.761 ns
# port buffers - 23
Finished Layout Cells - 211
Unrepaired setup endpoints after global routing - no
Pre-Place Util - 14.9%
Fmax - 260 MHz
CP endpoint kind - primary output
Synth warnings - 1
Reg-to-reg endpoint - Temp_Reg[5]
CTS tree - done
Max-Cap Viols - 0
Antenna diodes - 0
Detail Placement HPWL - 2090 microns
DRC violations left - 0
Max-slew headroom - 48.8%
FILL cells - 705
Drt pass-1 iters - 4
CTS H-Tree Depth - 1
Crit path DRT - 4.64 ns
Mapped Avg Cell Area - 8.67 sq um
Clock skew - 0.00234 ns
Async set-reset flop share out of synthesis - 100%
Num ports - 24
Main synth FF type - dfrtp_1
Final TNS setup - 0 ns
CP Max Fanout - 6
Cell area after synthesis - 962 sq um
Worst Hold Depth - 2
Total number of vias - 929
CTS Root Cell - clkbuf_8
Chip Height - 102 microns
Via density - 4.40
Number of global-route vias before repair - 940
First-pass GRT wire length - 4500 microns
Tmin final - 3.85 ns
Worst r2r src - Temp_Reg[9]
cell families after synthesis:
family,synth area share [%]
AOI/OAI and AO/OA,24.1
and+or+nand+nor,25.5
DFF,41.6
muxes,5.20
buffers and inverters,3.64
placed cells by master, fill, tap and decap left out, types with 2 or more instances in the layout:
master           netlist  final
or4_1                  4      4
inv_1                  4      4
clkdlybuf4s50_1        0     23
nand2_1               16     16
clkbuf_8               0      4
o21ai_0               18     18
nor2_1                 8      8
nor4_1                 5      5
mux2i_1                5      5
dfrtp_1               16     16
a21oi_1                6      6
nor2b_1                2      2
nand4_1                3      3
layout make-up:
| class | count | area (sq um) | area share, % |
|---|---|---|---|
| clock buffer | 4 | 55.1 | 4.14 |
| tap | 77 | 96.3 | 7.24 |
| multi-input combinational | 86 | 527 | 39.6 |
| sequential | 16 | 400 | 30.1 |
| timing repair buffer | 24 | 238 | 17.9 |
| inverter | 4 | 15.0 | 1.13 |
synthesized netlist by cell type (all sizes together) (3+ instances only):
library cell	n
or4	5
nand4	3
dfrtp	16
clkbuf	3
a21oi	6
inv	4
nor2	8
o21ai	18
mux2i	5
nor4	6
nand2	16
worst max-delay path by stage:
stage / depth (start not counted) / endpoint
after CTS: 5 / LE_Addr[0]
final: 5 / LE_Addr[0]
after global routing: 5 / LE_Addr[0]
per-stage QoR:
stage	cell area (sq um)	total power, mW	worst slack [ns]	hold slack [ns]
final	1330	0.308	1.95	0.584
after global routing	1330	0.327	1.79	0.618
after CTS	1330	0.313	1.93	0.584
after detailed placement	1280	0.212	2.20	0.577
after global placement	1280	0.213	2.33	0.572
after floorplan	962	0.178	3.02	0.531
power breakdown:
| part | leakage, nW | switching (mW) | internal, mW |
|---|---|---|---|
| registers | 0.196 | 0.0184 | 0.123 |
| logic | 0.268 | 0.0316 | 0.0368 |
| clock network | 0.0288 | 0.0381 | 0.0602 |
| total | 0.492 | 0.0881 | 0.220 |
layer usage:
| layer | track usage (%) | part of all wire (%) |
|---|---|---|
| met3 | 1.64 | 5.9 |
| met1 | 7.07 | 47 |
| met5 | 0 | 0 |
| met2 | 8.35 | 46 |
| met4 | 0.542 | 1.0 |
critical path: stages, from the launching register on:
cell	delay (ns)
dfrtp_1	0.42
nor4_1	0.68
nand4_1	0.26
or3b_1	0.49
nand4_1	0.12
clkdlybuf4s50_1	0.47
Power figures rest on the tool's default switching activity, not on a simulated workload.
