File: design/flow/design.v
module LED(  
    input [16-1:0] one_hot_FO,
    output reg [4-1:0] LE_addr
);
always@(*) begin
    case(one_hot_FO)
        16'h0001: LE_addr = 0;
        16'h0002: LE_addr = 1;
        16'h0004: LE_addr = 2;
        16'h0008: LE_addr = 3;
        16'h0010: LE_addr = 4;
        16'h0020: LE_addr = 5;
        16'h0040: LE_addr = 6;
        16'h0080: LE_addr = 7;
        16'h0100: LE_addr = 8;
        16'h0200: LE_addr = 9;
        16'h0400: LE_addr = 10;
        16'h0800: LE_addr = 11;
        16'h1000: LE_addr = 12;
        16'h2000: LE_addr = 13;
        16'h4000: LE_addr = 14;
        16'h8000: LE_addr = 15;
        default: LE_addr = 0;
    endcase
end
endmodule
File: design/flow/run.sh
#!/bin/bash
# OpenROAD 26Q1-2900-gdf79404cd8, Yosys 0.63+post, stock flow scripts
make -C /OpenROAD-flow-scripts/flow DESIGN_CONFIG=/design/flow/config.mk WORK_HOME=/design/flow/orfs finish
File: design/flow/config.mk
export PLATFORM = sky130hd
export DESIGN_NAME = LED
export DESIGN_NICKNAME = LED
export VERILOG_FILES = /design/flow/design.v
export SDC_FILE = /design/flow/constraint.sdc
export NUM_CORES = 4
export LEC_CHECK = 1
export CORE_AREA = 10 10 70 70
export DIE_AREA = 0 0 80 80
File: design/flow/constraint.sdc
current_design LED

set clk_period 3.7
set clk_io_pct 0.2

create_clock -name clk0 -period $clk_period

set non_clock_inputs [all_inputs -no_clocks]
set_input_delay [expr $clk_period * $clk_io_pct] -clock clk0 $non_clock_inputs
set_output_delay [expr $clk_period * $clk_io_pct] -clock clk0 [all_outputs]
==> node_exporter_impl.prom <==
# HELP chip_impl_metric Implementation results
# TYPE chip_impl_metric gauge
chip_impl_info{name="outcome",value="finished, final reports clean"} 1
chip_impl_metric{name="die_width",unit="µm"} 80
chip_impl_metric{name="final_util",unit="%"} 19.4
chip_impl_metric{name="number_of_vias_in_the_routed_layout",unit=""} 536
chip_impl_info{name="rsz0062_at_grt",value="false"} 1
chip_impl_metric{name="drt-initial-drc-count",unit=""} 38
chip_impl_metric{name="flow.area_growth_from_synthesis",unit="%"} 82.8
chip_impl_metric{name="firstDrtPassIters",unit=""} 4
chip_impl_metric{name="port-buffer-count",unit=""} 20
chip_impl_metric{name="synth-area-yosys",unit="µm²"} 363
chip_impl_metric{name="yosys_warnings",unit=""} 1
chip_impl_metric{name="totalWireLength",unit="µm"} 1370
chip_impl_metric{name="timing_worst_slew_pin_value",unit="ns"} 0.424
chip_impl_metric{name="period_used_share",unit="%"} 97.4
chip_impl_metric{name="warning_count",unit=""} 32
chip_impl_metric{name="worst_slew_margin_rel",unit="%"} 71.5
chip_impl_metric{name="via_per_inst",unit=""} 4.29
chip_impl_metric{name="power_per_cell_area",unit="mW/mm²"} 77.3
chip_impl_metric{name="grt_pass1_wl",unit="µm"} 2080
chip_impl_metric{name="grt_pass1_vias",unit=""} 455
chip_impl_metric{name="crit_path_max_fanout",unit=""} 3
chip_impl_metric{name="num_io_pins",unit=""} 20
chip_impl_metric{name="placementRows",unit=""} 21
chip_impl_metric{name="synthCells",unit=""} 55
chip_impl_metric{name="fmax",unit="MHz"} 277
chip_impl_metric{name="power.static_leakage",unit="nW"} 0.185
chip_impl_metric{name="gpl.final_weighted_congestion",unit=""} 0.833
chip_impl_info{name="cp_startpoint_kind",value="primary input"} 1
chip_impl_info{name="hold_end",value="LE_addr[2]"} 1
chip_impl_metric{name="number_of_antenna_violations_at_the_first_check_in_global_routing",unit=""} 0
chip_impl_metric{name="setup-violations-final",unit=""} 0
chip_impl_metric{name="crit_path_time_final",unit="ns"} 3.60
chip_impl_metric{name="insertedDiodeCount",unit=""} 0
chip_impl_info{name="timing_worst_setup_path_type",value="in -> out"} 1
chip_impl_metric{name="die_height",unit="µm"} 80
chip_impl_metric{name="core",unit="mm²"} 0.00342
chip_impl_metric{name="design.die.area",unit="mm²"} 0.00640
chip_impl_metric{name="track_usage",unit="%"} 3.86
chip_impl_metric{name="grt_max_degree",unit=""} 9
chip_impl_metric{name="ff_count",unit=""} 0
chip_impl_metric{name="drv_slew",unit=""} 0
chip_impl_metric{name="synthesis.area",unit="µm²"} 363
chip_impl_metric{name="ant_nets",unit=""} 0
chip_impl_metric{name="power.ir.vdd_worst",unit="V"} 0.0000201
chip_impl_metric{name="layout.area.seq",unit="µm²"} 0
chip_impl_metric{name="postSynthAreaPerCell",unit="µm²"} 6.60
chip_impl_metric{name="dp_worst_setup_slack",unit="ns"} 0.0987
chip_impl_metric{name="timing.hold.worst_path_depth",unit=""} 5
chip_impl_metric{name="setup_tns",unit="ns"} 0
chip_impl_metric{name="max_cap_violations",unit=""} 0
chip_impl_metric{name="dp.final_hpwl",unit="µm"} 1160
chip_impl_metric{name="synth_cell_type_count",unit=""} 25
chip_impl_metric{name="hold_viol",unit=""} 0
chip_impl_metric{name="fraction_of_layout_instances_using_a_drive_strength_above_1",unit="%"} 15.2
chip_impl_metric{name="worst-endpoint-arrival",unit="ns"} 2.86
chip_impl_metric{name="synth_stat.cells",unit=""} 55
chip_impl_info{name="min_delay_startpoint",value="one_hot_FO[0]"} 1
chip_impl_info{name="hold_class",value="in -> out"} 1
chip_impl_metric{name="synth_seq_share",unit="%"} 0
chip_impl_metric{name="timing.final.ws_setup",unit="ns"} 0.0956
chip_impl_metric{name="detail_route.wl_per_cell",unit="µm"} 11.0
chip_impl_metric{name="initial_standard_cell_utilization_of_the_core",unit="%"} 10.6
chip_impl_metric{name="post-route-drc-count",unit=""} 0
chip_impl_metric{name="layout.clock_buffers",unit=""} 0
chip_impl_metric{name="grt.overflow.total",unit=""} 0
chip_impl_metric{name="critical_path_required",unit="ns"} 2.96
chip_impl_info{name="worst_setup_path_end_kind",value="primary output"} 1
kinds of logic (layout without fill, tap and decap cells):
family          count (synthesis)  after routing  synth area share, %
compound gates                 19             19                 32.4
buf+inv                         2             26                 4.14
simple gates                   29             29                 51.4
xor+xnor                        5              5                 12.1
metrics by stage:
stage	power (mW)	cells	area (µm²)	hold slack, ns
2_1_floorplan	0.0190	55	363	1.59
3_3_place_gp	0.0495	125	651	2.57
3_5_place_dp	0.0506	125	651	2.58
4_1_cts	0.0507	125	651	2.59
5_1_grt	0.0563	125	663	2.62
6_report	0.0513	125	663	2.57
cells in the mapped netlist (all sizes together):
| master | number | area share, % |
|---|---|---|
| or4 | 2 | 6.2 |
| a22o | 1 | 2.4 |
| nand4 | 1 | 1.7 |
| o211ai | 1 | 2.1 |
| o22a | 1 | 2.4 |
| xnor2 | 1 | 2.4 |
| nand3 | 2 | 2.8 |
| clkbuf | 1 | 1.0 |
| buf | 1 | 3.1 |
| xor2 | 4 | 9.7 |
| nor3 | 2 | 2.8 |
| a211o | 1 | 2.4 |
| nor4b | 5 | 12 |
| nand4b | 1 | 2.4 |
| nor2 | 6 | 6.2 |
| a21oi | 2 | 2.8 |
| o32ai | 1 | 2.4 |
| nor4 | 3 | 5.2 |
| nand2b | 2 | 3.4 |
| a31oi | 1 | 1.7 |
| a2111oi | 1 | 2.4 |
| nand2 | 3 | 3.1 |
| or4b | 2 | 5.5 |
| o21ai | 10 | 14 |
worst max-delay path: stages:
cell and delay, ns:
sky130_fd_sc_hd__clkdlybuf4s50_1 0.42, sky130_fd_sc_hd__or4_4 0.56, sky130_fd_sc_hd__or4_4 0.50, sky130_fd_sc_hd__a31oi_2 0.14, sky130_fd_sc_hd__clkdlybuf4s50_1 0.49
how the worst max path moves through the flow:
stage | to | from
4_1_cts | LE_addr[3] | one_hot_FO[13]
5_1_grt | LE_addr[3] | one_hot_FO[13]
6_report | LE_addr[3] | one_hot_FO[13]
cells in the final DEF, fill, tap and decap left out, types with 2 or more instances in the layout:
cell,count
sky130_fd_sc_hd__xor2_1,4
sky130_fd_sc_hd__nand2_1,3
sky130_fd_sc_hd__nand3_1,2
sky130_fd_sc_hd__nor4b_1,5
sky130_fd_sc_hd__buf_4,6
sky130_fd_sc_hd__nand2b_1,2
sky130_fd_sc_hd__clkdlybuf4s50_1,20
sky130_fd_sc_hd__a21oi_1,2
sky130_fd_sc_hd__or4_4,2
sky130_fd_sc_hd__or4b_2,2
sky130_fd_sc_hd__nor4_1,2
sky130_fd_sc_hd__nor3_1,2
sky130_fd_sc_hd__nor2_1,6
sky130_fd_sc_hd__o21ai_0,9
area by class of cell:
type                       count  area [µm²]
multi-input combinational     53         360
timing repair buffer          26         245
tap                           46        57.6
fill                         392        2750
metal layers:
metal / vias up / track usage, % / part of all wire [%]
met1: 237 / 6.13 / 53
li1: 275 / - / -
met4: 0 / 0 / 0
met5: - / 0 / 0
met3: 0 / 1.02 / 8.1
met2: 24 / 5.22 / 38
where the power goes:
group | total [mW] | switching (mW) | leakage, nW | internal [mW]
sequential | 0 | 0 | 0 | 0
combinational | 0.0513 | 0.0230 | 0.185 | 0.0283
clock | 0 | 0 | 0 | 0
timing repair:
item                       CTS  global route
buffers inserted             0             0
gates resized                0             2
setup endpoints to repair    0             2
hold buffers                 0             0
Power figures rest on the tool's default switching activity, not on a simulated workload.
